===== run.sh =====
#!/bin/bash
# OpenROAD 26Q1-2900-gdf79404cd8, Yosys 0.63+post, stock flow scripts
make -C /OpenROAD-flow-scripts/flow DESIGN_CONFIG=/design/flow/config.mk WORK_HOME=/design/flow/orfs finish

===== design.v =====
`timescale 1ns / 1ps
module Analyser(
input[2:0] sig,
input clk,
input reset,
output tr
    );
    reg[5:0] count = 6'b000000;
    reg[2:0] signature = 3'b010;
    always@(posedge clk)
    begin
    if(reset) count = 6'b000000;
    else count = count + 6'b000001 ;
    end
    assign tr = ((count == 6'b000111) && (sig == signature))?1'b1:1'b0;    
endmodule
`timescale 1ns / 1ps
module Controller(
input[5:0] in,
input tm,
input  clk,
input reset,
output tr
    );
    wire[5:0] w1, tv;
    wire[2:0] w2, sig;
    LFSR l1(.clk(clk), .reset(reset), .tv(tv));
    assign w1 = tm?tv:in;
    fast_6_3_counter cut(.reset(reset), .x(w1), .o(w2));
    MISR m1(.clk(clk), .reset(reset), .m(w2), .sig(sig));
    Analyser a1(.clk(clk), .reset(reset), .sig(sig), .tr(tr));
endmodule
`timescale 1ns / 1ps
module LFSR(
output [5:0] tv,
input clk,
input reset
    );
    wire res;
    assign res = (~tv[5])&(~tv[4])&(tv[3])&(~tv[2])&(~tv[1])&(~tv[0]);
    dff d5(.d(tv[4])        , .q(tv[5]), .clk(clk), .reset(reset|res));
    dff d4(.d(tv[3])        , .q(tv[4]), .clk(clk), .reset(reset|res));
    dff d3(.d(tv[2])        , .q(tv[3]), .clk(clk), .reset(reset|res));
    dff d2(.d(tv[1])        , .q(tv[2]), .clk(clk), .reset(reset|res));
    dff d1(.d((tv[5]^tv[0])), .q(tv[1]), .clk(clk), .reset(reset|res));
    dff d0(.d(tv[5])        , .q(tv[0]), .clk(clk), .reset(reset|res));
endmodule
`timescale 1ns / 1ps
module MISR(
input[2:0] m,
input clk,
input reset,
output [2:0] sig
    );
    dff d2(.d(m[2]^sig[1])       , .q(sig[2]),  .clk(clk), .reset(reset));
    dff d1(.d(m[1]^sig[0]^sig[2]), .q(sig[1]),  .clk(clk), .reset(reset));
    dff d0(.d(m[0]^sig[2])       , .q(sig[0]),  .clk(clk), .reset(reset));
endmodule
`timescale 1ns / 1ps
module fast_6_3_counter(
input[5:0] x,
input reset,
output[2:0] o
    );
    wire s, c1, c2;
    wire[2:0] h, i;
    three_bit_stacker m0(x[0], x[1], x[2], h[0], h[1], h[2]);
    three_bit_stacker m1(x[3], x[4], x[5], i[0], i[1], i[2]);
   wire[2:0] k;
   assign k[0] = h[2] & i[0];
   assign k[1] = h[1] & i[1];
   assign k[2] = h[0] & i[2];
    wire he, ie;
    assign he = (~h[0]) | (h[1] & ~h[2]);
    assign ie = (~i[0]) | (i[1] & ~i[2]);
    assign s = he ^ ie;
    assign c1 = ((h[1] | i[1] | (h[0] & i[0]) )&(~k[0] & ~k[1] & ~k[2])) | (h[2] & i[2]); 
    assign c2 = k[0] | k[1] | k[2];  
    assign o = reset?6'b000000:({c2, c1, s});  
endmodule
`timescale 1ns / 1ps
module dff(
input d,
input clk,
input reset,
output reg q
    );
    always@(posedge clk or posedge reset)
    begin
    if(reset) q<=1'b1;
    else q<=d;
    end
endmodule
`timescale 1ns / 1ps
module three_bit_stacker(
input i0,
input i1,
input i2,
output o0,
output o1,
output o2
    );
    assign o0 = i0 | i1 | i2;
    assign o1 = (i0&i1) | (i1&i2) | (i2&i0);
    assign o2 = i0 & i1 & i2;
endmodule

===== config.mk =====
export PLATFORM = sky130hd
export DESIGN_NAME = Controller
export DESIGN_NICKNAME = Controller
export VERILOG_FILES = /design/flow/design.v
export SDC_FILE = /design/flow/constraint.sdc
export NUM_CORES = 4
export LEC_CHECK = 1
export CORE_AREA = 10 10 88 88
export DIE_AREA = 0 0 98 98

===== constraint.sdc =====
current_design Controller

set clk_period 2.2
set clk_io_pct 0.2

create_clock -name clk0 -period $clk_period [get_ports {clk}]

set non_clock_inputs [all_inputs -no_clocks]
set_input_delay [expr $clk_period * $clk_io_pct] -clock clk0 $non_clock_inputs
set_output_delay [expr $clk_period * $clk_io_pct] -clock clk0 [all_outputs]

==> run summary <==
DRT iter0 DRCs: 25
Commonest Layout Cell: buf_4
WL/cell: 9.31 µm
Max-cap violations: 0
CTS clock-pin slew for the worst setup and hold paths: 0.06 ns
status: complete, no violations
H-tree levels: 1
ratio of cells with drive above 1 in the final layout: 0.394
worst skew pair latency: 0.25 ns
final hold vios: 0
crit path launch: m1.d1.q
fa+ha+maj area frac: 0.0669
synth unique cells: 29
Final Max Tran Viols: 0
power density over the cells: 716 mW/mm²
CTS Buffer Depth: 2
main logic family after synthesis: simple AND/OR/NAND/NOR gates
Residual DRC: 0
Crit Path Category: register to primary output
Slowest Stage Delay on Critical Path: 0.52 ns
min-delay src: l1.d3.q
clock skew: 0.00527 ns
Fill cells: 635
area fraction in mux cells: 0.0717
post-detail-place hpwl: 1270 µm
Seq share, synth: 0.454
Crit-path slowest cell: dfstp_2
fin crit share: 0.940
Pre-Repair DR Iteration Count: 4
ANT cells: 0
endpoint class of the critical path: primary output
initial antenna violation count: 0
reg2reg start: l1.d4.q
Period minus WS final: 2.07 ns
Commonest flop: dfstp_2
tool warnings: 25
Worst Hold Class: register to register
Die Y: 98 µm
WHS: 0.388 ns
area of the multi-input gates: 437 µm²
largest net degree at the start of global routing: 11
vias in the first global route: 626
Clock Sinks: 15
Startpoint Class: register
number of core rows: 28
All-Layer GR Usage: 0.0338
worst-margin pin slew: 0.608 ns
DR vias: 607
Post-synth ARST share: 0.600
CP cell instances: or4b_4 > nor4_2 > dlygate4sd2_1
Final ANT Viol Nets: 0
most frequent logic cells in the routed design: 13 x buf_4, 9 x nor2_1, 9 x dfstp_2, 7 x nand2_1, 6 x dfxtp_1
Syn Std Cell Area: 786 µm²
Overflow after GRT: 0
setup TNS: 0 ns
IO Port Bufs: 9
max_slew headroom: 0.593
Placeable Area: 0.00592 mm²
Yosys Chip Area: 786 µm²
Die Wd: 98 µm
vias per inst: 3.49
Req. time, crit path: 1.76 ns
area fraction in xor and xnor cells: 0.100
number of CTS-inserted buffers: 3
synthesized instance count: 75
clock root buffer: clkbuf_8
first-pass GRT wire length: 2840 µm
CP Max Fanout: 2
IO Pins: 10
RSZ-0062 raised after global routing: no
RePlAce Congestion: 0.821
Syn Area/Cell: 10.5 µm²
Flops after synth: 15
Post-synth EDFFs: 0
Area growth, synth to finish: 44.4%
WL final: 1620 µm
cell count in the Yosys report: 75
TritonCTS clock tree: yes
YS warnings: 8
P_leak: 0.494 nW
endpoints failing setup: 0
Worst VDD drop: 355 µV
Tot Pwr: 0.000812 W
Compound-Gate Fraction of Synth Area: 0.0876
Simple-Gate Fraction of Synth Area: 0.196
Core Density at Floorplan: 0.133
arrival time at the worst endpoint: 1.63 ns
Die ar.: 0.00960 mm²
Reg area: 357 µm²
fmax: 0.483 GHz
## per-stage QoR
step / instances / instance area, µm² / setup slack [ns] / util
2_1_floorplan: 75 / 786 / 0.00417 / -
3_3_place_gp: 170 / 1060 / -0.578 / 0.178
3_5_place_dp: 170 / 1060 / -0.599 / 0.178
4_1_cts: 173 / 1110 / 0.00170 / 0.187
5_1_grt: 174 / 1130 / 0.0212 / 0.192
6_report: 174 / 1130 / 0.132 / 0.192
## path summary, 6_finish.rpt
| check | endpoint | slack, ns | cells after the start |
|---|---|---|---|
| worst max-delay path | tr | 0.13 | 3 |
| worst min-delay path | l1.d4.q | 0.39 | 0 |
| worst max register to register | m1.d2.q | 0.24 | 6 |
| worst min register to register | l1.d4.q | 0.39 | 0 |
| max in group asynchronous | l1.d5.q | 1.01 | 3 |
| min in group asynchronous | l1.d4.q | 0.72 | 1 |
## timing repair
action | 4_1_cts | 5_1_grt
resized | 7 | 11
pin swaps | 3 | 3
hold buffers | 0 | 0
endpoints found under the setup margin | 4 | 2
buffers inserted | 0 | 1
## registers in the layout, indices dropped and copies added, names as in the netlist
register	flops
a1.count	6
l1.d0.q	1
l1.d1.q	1
l1.d2.q	1
l1.d3.q	1
l1.d4.q	1
l1.d5.q	1
m1.d0.q	1
m1.d1.q	1
m1.d2.q	1
## cell families (layout without fill, tap and decap cells)
group,Yosys count,count (layout)
buffers and inverters,4,28
and+or+nand+nor,30,30
DFF,15,15
muxes,5,5
adders and majority gates,3,3
AOI/OAI and AO/OA,9,9
xor gates and xnor gates,9,9
## critical path: cells and delay by family (launching register included)
kind	cells	cell delay (ns)
flops	1	0.52
buf+inv	1	0.25
simple gates	2	0.61
## power breakdown
group | switching (W) | internal [W] | total (W)
Combinational | 0.000100 | 0.000149 | 0.000249
Sequential | 0.0000169 | 0.000329 | 0.000346
Clock | 0.0000912 | 0.000125 | 0.000216
Total | 0.000208 | 0.000604 | 0.000812
## Yosys cell counts (2+ instances only)
library cell | n | share of area
fa_1 | 2 | 0.051
nand2_1 | 7 | 0.033
nor2_1 | 9 | 0.043
a31oi_1 | 2 | 0.016
nand4_1 | 2 | 0.016
nor4_1 | 3 | 0.024
inv_1 | 2 | 0.0096
xnor2_1 | 4 | 0.045
nand3_1 | 3 | 0.019
dfxtp_1 | 6 | 0.15
dfstp_2 | 9 | 0.30
mux2_2 | 5 | 0.072
xor2_1 | 5 | 0.056
## cell type report
type / count / share of cell area
Clock buffer: 3 / 0.0364
Tap cell: 75 / 0.0827
Inverter: 2 / 0.00662
Clock inverter: 1 / 0.00441
Sequential cell: 15 / 0.314
Multi-Input combinational cell: 56 / 0.385
Timing Repair Buffer: 22 / 0.171
## routing by layer
metal	share of wire	GRT usage	wire, µm	vias to the layer above
li1	-	-	-	313
met1	0.50	0.0460	815	280
met2	0.43	0.0508	693	14
met3	0.069	0.0156	111	0
met4	0	0	0	0
met5	0	0	0	-
Power figures rest on the tool's default switching activity, not on a simulated workload.
